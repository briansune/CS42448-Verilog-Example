==> /design/flow/design.v <==
`timescale 1ns / 1ps
module cs42448_dac (
	input				sys_clk,
	input				sys_nrst,
	input				init_done,
	input	[15 : 0]	dac_din_l0,
	input	[15 : 0]	dac_din_r0,
	input	[15 : 0]	dac_din_l1,
	input	[15 : 0]	dac_din_r1,
	input	[15 : 0]	dac_din_l2,
	input	[15 : 0]	dac_din_r2,
	input	[15 : 0]	dac_din_l3,
	input	[15 : 0]	dac_din_r3,
	output				DAC_SDOUT_CH0,
	output				DAC_SDOUT_CH1,
	output				DAC_SDOUT_CH2,
	output				DAC_SDOUT_CH3,
	output				DAC_SCLK,
	output				DAC_LRCK
);
	reg		[5 : 0]			dac_divider;
	wire	[3 : 0]			shift_bit;
	reg						sclk_r;
	reg						lrck_r;
	reg						sdin_r0;
	reg						sdin_r1;
	reg						sdin_r2;
	reg						sdin_r3;
	reg		[19 : 0]	startup_delay;
	reg		[15 : 0]	startup_delay2;
	reg					all_ready;
	reg					all_ready2;
	always@(posedge sys_clk)begin
		if(!sys_nrst)begin
			startup_delay <= 'd0;
			all_ready <= 1'b0;
		end else if(init_done)begin
			if(dac_divider == 'd63 && startup_delay < 'd76800)
				startup_delay <= startup_delay + 'd1;
			if(startup_delay >= 'd76800)
				all_ready <= 1'b1;
		end
	end
	always@(posedge sys_clk)begin
		if(!sys_nrst)begin
			startup_delay2 <= 'd0;
			all_ready2 <= 1'b0;
		end else if(all_ready)begin
			if(dac_divider == 'd63 && startup_delay2 < 'd2000)
				startup_delay2 <= startup_delay2 + 'd1;
			if(startup_delay2 >= 'd2000)
				all_ready2 <= 1'b1;
		end
	end
	always@(posedge sys_clk)begin
		if(!sys_nrst)begin
			dac_divider <= 'd0;
		end else begin
			dac_divider <= dac_divider + 'd1;
		end
	end
	always@(posedge sys_clk)begin
		if(!sys_nrst)begin
			lrck_r <= 1'b0;
		end else begin
			if(dac_divider == 'd29)
				lrck_r <= 1'b1;
			else if(dac_divider == 'd61)
				lrck_r <= 1'b0;
		end
	end
	always@(posedge sys_clk)begin
		if(!sys_nrst)begin
			sclk_r <= 1'b0;
		end else begin
			if(!dac_divider[0])
				sclk_r <= 1'b1;
			else
				sclk_r <= 1'b0;
		end
	end
	reg		[15 : 0]	dac_din_l0_r;
	reg		[15 : 0]	dac_din_r0_r;
	reg		[15 : 0]	dac_din_l1_r;
	reg		[15 : 0]	dac_din_r1_r;
	reg		[15 : 0]	dac_din_l2_r;
	reg		[15 : 0]	dac_din_r2_r;
	reg		[15 : 0]	dac_din_l3_r;
	reg		[15 : 0]	dac_din_r3_r;
	always@(posedge sys_clk)begin
		if(!sys_nrst)begin
			dac_din_l0_r <= 'd0;
			dac_din_r0_r <= 'd0;
			dac_din_l1_r <= 'd0;
			dac_din_r1_r <= 'd0;
			dac_din_l2_r <= 'd0;
			dac_din_r2_r <= 'd0;
			dac_din_l3_r <= 'd0;
			dac_din_r3_r <= 'd0;
		end else if(dac_divider == 'd61)begin
			dac_din_l0_r <= dac_din_l0;
			dac_din_r0_r <= dac_din_r0;
			dac_din_l1_r <= dac_din_l1;
			dac_din_r1_r <= dac_din_r1;
			dac_din_l2_r <= dac_din_l2;
			dac_din_r2_r <= dac_din_r2;
			dac_din_l3_r <= dac_din_l3;
			dac_din_r3_r <= dac_din_r3;
		end
	end
	assign shift_bit = 'd14 - dac_divider[4 : 1];
	always@(posedge sys_clk)begin
		if(!sys_nrst)begin
			sdin_r0 <= 1'b0;
			sdin_r1 <= 1'b0;
			sdin_r2 <= 1'b0;
			sdin_r3 <= 1'b0;
		end else if(dac_divider[0])begin
			if(dac_divider[5 : 1] >= 'd15 && dac_divider[5 : 1] < 'd31)begin
				sdin_r0 <= dac_din_r0_r[shift_bit];
				sdin_r1 <= dac_din_r1_r[shift_bit];
				sdin_r2 <= dac_din_r2_r[shift_bit];
				sdin_r3 <= dac_din_r3_r[shift_bit];
			end else begin
				sdin_r0 <= dac_din_l0_r[shift_bit];
				sdin_r1 <= dac_din_l1_r[shift_bit];
				sdin_r2 <= dac_din_l2_r[shift_bit];
				sdin_r3 <= dac_din_l3_r[shift_bit];
			end
		end
	end
	assign DAC_SCLK = (all_ready) ? sclk_r : 1'b0;
	assign DAC_LRCK = (all_ready) ? lrck_r : 1'b0;
	assign DAC_SDOUT_CH0 = (all_ready2) ? sdin_r0 : 1'b0;
	assign DAC_SDOUT_CH1 = (all_ready2) ? sdin_r1 : 1'b0;
	assign DAC_SDOUT_CH2 = (all_ready2) ? sdin_r2 : 1'b0;
	assign DAC_SDOUT_CH3 = (all_ready2) ? sdin_r3 : 1'b0;
endmodule
==> /design/flow/run.sh <==
#!/bin/bash
# OpenROAD 26Q1-2900-gdf79404cd8, Yosys 0.63+post, stock flow scripts
make -C /OpenROAD-flow-scripts/flow DESIGN_CONFIG=/design/flow/config.mk WORK_HOME=/design/flow/orfs finish
==> /design/flow/config.mk <==
export PLATFORM = sky130hd
export DESIGN_NAME = cs42448_dac
export DESIGN_NICKNAME = cs42448_dac
export VERILOG_FILES = /design/flow/design.v
export SDC_FILE = /design/flow/constraint.sdc
export NUM_CORES = 4
export LEC_CHECK = 1
export CORE_UTILIZATION = 50
==> /design/flow/constraint.sdc <==
current_design cs42448_dac

set clk_period 5.6
set clk_io_pct 0.2

create_clock -name clk0 -period $clk_period [get_ports {sys_clk}]

set non_clock_inputs [all_inputs -no_clocks]
set_input_delay [expr $clk_period * $clk_io_pct] -clock clk0 $non_clock_inputs
set_output_delay [expr $clk_period * $clk_io_pct] -clock clk0 [all_outputs]
==> tab_implementation.tex <==
% Table of physical implementation metrics
\begin{tabular}{lr}
\hline
Metric & Value \\
\hline
\multicolumn{2}{l}{\textbf{Outcome}} \\
Status & complete, no violations \\
\multicolumn{2}{l}{\textbf{Synthesis}} \\
Number of unique standard cell types used by synthesis & 49 \\
Most common flop cell mapped by yosys & sky130\_fd\_sc\_hd\_\_dfxtp\_1 \\
Xor and xnor fraction of the mapped netlist area & 3.200\% \\
EDFF count, synth & 0 \\
Yosys warnings & 1 \\
Avg Inst Size Synth & 9.041 um\^{}2 \\
Number of cells in Yosys stat & between 800 and 900 \\
Yosys simple share & between 20\% and 30\% \\
Dominant kind of combinational cell & simple AND/OR/NAND/NOR gates \\
Multiplexer share & 9.237\% \\
Seq share, synth & around 45\% \\
Gate count of the mapped netlist & 878 \\
Yosys stat chip area & 0.007938 mm\^{}2 \\
Synthesized cell area & 0.007938 mm\^{}2 \\
Proportion of synthesized flip-flops having asynchronous set or reset & 0\% \\
Area fraction in compound gates & 16.16\% \\
Fa+ha+maj area frac & 1.261\% \\
Registers, synthesis & 177 \\
\multicolumn{2}{l}{\textbf{Min path}} \\
Min-delay worst type & register to register \\
Hold path depth & 1 \\
\multicolumn{2}{l}{\textbf{CTS}} \\
TritonCTS Sinks & roughly 180 \\
Number of buffers inserted for hold repair after clock tree synthesis & 0 \\
Clock tree from TritonCTS & yes \\
Quantity of gates resized following cts & 0 \\
Clock-pin slew of the registers on the worst-case setup and hold paths & 0.07 ns \\
CTS H-tree depth & 4 \\
Clock root buffer & sky130\_fd\_sc\_hd\_\_clkbuf\_16 \\
Inserted Clock Buffers & 17 \\
Worst-Skew Late Latency & between 0.4 and 0.5 ns \\
Worst-case clock buffer depth & 2 \\
Post-CTS setup buffer count & 0 \\
\multicolumn{2}{l}{\textbf{Worst setup path}} \\
Class of the most critical setup path & register to register \\
Worst-path fanout max & 33 \\
Type of origin of the critical path & register \\
Worst reg2reg path depth & 8 \\
Required @ worst endpoint & 5.90 ns \\
Arrival time of the worst setup path & 3.14 ns \\
Endpoint class of the critical path & register \\
\multicolumn{2}{l}{\textbf{Route}} \\
Post-detailed-route count of antenna-violating nets & 0 \\
Average vias per placed instance & 5.218 \\
Detailed-routing iteration count for the pre-antenna-repair pass & 4 \\
Routed wirelength normalized by instance count & 14.56 um \\
Count of routing violations after the opening detailed-route iteration & 319 \\
Total number of vias & approximately 6300 \\
Total wirelength of the detailed-routed design & 17.50 mm \\
Diode count & 0 \\
Drc violations & 0 \\
\multicolumn{2}{l}{\textbf{STA}} \\
Worst hold-check slack & 0.4541 ns \\
FMAX & 352.5 MHz \\
Number of endpoints failing setup at the final stage & 0 \\
Final hold violations & 0 \\
Max transition margin & 43.45\% \\
Shortest clock period the worst path allows after layout & about 2.8 ns \\
Number of max-slew violations in the final report & 0 \\
RSZ-0062 raised after global routing & no \\
Sum of negative setup slack & 0 ns \\
Portion of the clock cycle consumed by the worst path in the final layout & about 51\% \\
Slew at the pin closest to its max-slew limit & 0.8482 ns \\
Clock Skew & between 0.007 and 0.008 ns \\
\multicolumn{2}{l}{\textbf{Job}} \\
Tool Warnings & 32 \\
Number of violations of the max-capacitance limit & 0 \\
\multicolumn{2}{l}{\textbf{Cells and area}} \\
Commonest cells after routing, fill and taps aside & 270 x sky130\_fd\_sc\_hd\_\_nand2\_1, 176 x sky130\_fd\_sc\_hd\_\_dfxtp\_1, 135 x sky130\_fd\_sc\_hd\_\_clkdlybuf4s50\_1 \\
Final design utilization & $\sim$64\% \\
Layout area overhead & 24.89\% \\
Most common cell after layout, fill and taps aside & sky130\_fd\_sc\_hd\_\_nand2\_1 \\
Ratio of cells with drive above 1 in the final layout & about 8.5\% \\
Final non-filler cell total & 1202 \\
\multicolumn{2}{l}{\textbf{Placed design}} \\
Placed wire-length estimate after detailed placement & 11.58 mm \\
Total of buffers placed on input and output ports & roughly 140 \\
Placed cell count & 1171 \\
Final RePlAce weighted congestion & 0.7854 \\
\multicolumn{2}{l}{\textbf{Pwr}} \\
Maximum VDD drop & 0.0002119 V \\
Leakage power total & 3.423 nW \\
Total power per unit cell area & 259.9 mW/mm\^{}2 \\
\multicolumn{2}{l}{\textbf{Floorplan}} \\
Total Die Area & 0.01638 mm\^{}2 \\
Top Ports & 137 \\
Die Wd & 128.0 um \\
Core Area & 0.01537 mm\^{}2 \\
Share of the core filled by cells before placement & 51.64\% \\
Die Y-Extent & 128.0 um \\
Cell Rows & roughly 45 \\
\multicolumn{2}{l}{\textbf{GRT}} \\
Global-route congestion overflow total & 0 \\
Wire length of the first global-routing pass & 29.53 mm \\
Number of global-route vias before repair & 6011 \\
Number of antenna violations at the first check in global routing & 0 \\
Largest net degree at the start of global routing & 85 \\
All-Layer GR Usage & 23.35\% \\
\hline
\end{tabular}
## logic make-up (layout without fill, tap and decap cells)
family          Yosys count  in the layout
fa+ha+maj                 8              8
xor+xnor                 29             29
compound gates          166            166
simple gates            389            389
flops                   177            177
buf+inv                  72            185
mux                      37             37
## metal layers
metal | routed length [um] | share of wire [%] | GRT usage (%)
met1 | 8442 | 48 | 37.35
met3 | 653 | 3.7 | 4.209
met4 | 102 | 0.58 | 1.661
met5 | 0 | 0 | 0
met2 | 8301 | 47 | 36.13
## path summary, 6_finish.rpt
path,start,to,slack (ns)
worst max-delay path,dac_divider[1]$_SDFF_PN0_,sdin_r0$_SDFFE_PN0P_,2.76
worst min-delay path,startup_delay2[13]$_SDFFE_PN0P_,startup_delay2[13]$_SDFFE_PN0P_,0.45
worst max register to register,dac_divider[1]$_SDFF_PN0_,sdin_r0$_SDFFE_PN0P_,2.76
worst min register to register,startup_delay2[13]$_SDFFE_PN0P_,startup_delay2[13]$_SDFFE_PN0P_,0.45
## power by group
group          switching (W)  internal, W  total (W)  leakage, nW
clock               0.000500     0.000617    0.00112        0.267
sequential        0.00000335      0.00126    0.00126         1.43
combinational      0.0000741     0.000121   0.000195         1.73
## critical path, stage by stage, from the launching register on
cell and delay, ns:
sky130_fd_sc_hd__dfxtp_2 0.32, sky130_fd_sc_hd__buf_4 0.29, sky130_fd_sc_hd__a211oi_1 0.41, sky130_fd_sc_hd__a211o_1 0.19
sky130_fd_sc_hd__buf_4 0.39, sky130_fd_sc_hd__mux4_2 0.56, sky130_fd_sc_hd__o22a_1 0.22, sky130_fd_sc_hd__a221oi_2 0.25
sky130_fd_sc_hd__o31ai_1 0.09
## Yosys cell counts (4+ instances only)
cell type                  number  area [um^2]
sky130_fd_sc_hd__nand2_1      271         1017
sky130_fd_sc_hd__nor2b_1        9        56.30
sky130_fd_sc_hd__and3_1         4        25.02
sky130_fd_sc_hd__mux2_2         6        67.56
sky130_fd_sc_hd__xnor2_1       19        166.4
sky130_fd_sc_hd__nor4_1         4        25.02
sky130_fd_sc_hd__clkbuf_1      54        202.7
sky130_fd_sc_hd__or3_1         10        62.56
sky130_fd_sc_hd__o22ai_1        6        37.54
sky130_fd_sc_hd__inv_1          9        33.78
sky130_fd_sc_hd__mux4_2        28        630.6
sky130_fd_sc_hd__nand4_1        8        50.05
sky130_fd_sc_hd__nor2_1        13        48.80
sky130_fd_sc_hd__dfxtp_1      177         3543
sky130_fd_sc_hd__nor3_1         8        40.04
sky130_fd_sc_hd__nand3_1       14        70.07
sky130_fd_sc_hd__a21boi_0     129        968.4
sky130_fd_sc_hd__a21oi_1        4        20.02
sky130_fd_sc_hd__xor2_1        10        87.58
sky130_fd_sc_hd__and2_1        43        269.0
sky130_fd_sc_hd__ha_1           8        100.1
sky130_fd_sc_hd__buf_2          4        20.02
## sequential cells by signal (all words and copies together), names as in the netlist, 6 cells and up
| register | flops |
|---|---|
| startup_delay | 20 |
| dac_din_l0_r | 16 |
| dac_din_l1_r | 16 |
| dac_din_l2_r | 16 |
| dac_din_l3_r | 16 |
| dac_din_r0_r | 16 |
| dac_din_r1_r | 16 |
| dac_din_r2_r | 16 |
| dac_din_r3_r | 16 |
| startup_delay2 | 16 |
| dac_divider | 6 |
## through the flow
stage               cell area (um^2)  power [W]  setup WS, ns
finish                          9913   0.002577         2.764
global route                    9913   0.002678         2.450
CTS                             9913   0.002604         2.741
detailed placement              9355   0.001491         2.644
global placement                9355   0.001490         2.705
floorplan                       7938   0.001372         3.111
## cell type report
cell class | count | area [um^2]
clock buffers | 17 | 425.4
repair buffers | 145 | 1426
clock inverters | 14 | 132.6
fillers | 1188 | 5458
well taps | 211 | 264.0
multi-input cells | 629 | 4086
flip-flops and latches | 177 | 3545
inverters | 9 | 33.78
Power is estimated from default activity; no workload was simulated.
