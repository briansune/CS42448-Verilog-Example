**design/flow/design.v**
```verilog
`timescale 1ns / 1ps
module cs42448_adc (
	input					sys_clk,
	input					sys_nrst,
	input					init_done,
	output		[15 : 0]	adc_dout_l0,
	output		[15 : 0]	adc_dout_r0,
	output		[15 : 0]	adc_dout_l1,
	output		[15 : 0]	adc_dout_r1,
	output		[15 : 0]	adc_dout_l2,
	output		[15 : 0]	adc_dout_r2,
	input					ADC_SDIN_CH0,
	input					ADC_SDIN_CH1,
	input					ADC_SDIN_CH2,
	output					ADC_SCLK,
	output					ADC_LRCK
);
	reg		[5 : 0]			adc_divider;
	wire	[3 : 0]			shift_bit;
	reg						sclk_r;
	reg						lrck_r;
	reg		[19 : 0]	startup_delay;
	reg		[15 : 0]	startup_delay2;
	reg					all_ready;
	reg					all_ready2;
	always@(posedge sys_clk)begin
		if(!sys_nrst)begin
			startup_delay <= 'd0;
			all_ready <= 1'b0;
		end else if(init_done)begin
			if(adc_divider == 'd63 && startup_delay < 'd76800)
				startup_delay <= startup_delay + 'd1;
			if(startup_delay >= 'd76800)
				all_ready <= 1'b1;
		end
	end
	always@(posedge sys_clk)begin
		if(!sys_nrst)begin
			startup_delay2 <= 'd0;
			all_ready2 <= 1'b0;
		end else if(all_ready)begin
			if(adc_divider == 'd63 && startup_delay2 < 'd2000)
				startup_delay2 <= startup_delay2 + 'd1;
			if(startup_delay2 >= 'd2000)
				all_ready2 <= 1'b1;
		end
	end
	always@(posedge sys_clk)begin
		if(!sys_nrst)begin
			adc_divider <= 'd0;
		end else begin
			adc_divider <= adc_divider + 'd1;
		end
	end
	always@(posedge sys_clk)begin
		if(!sys_nrst)begin
			lrck_r <= 1'b0;
		end else begin
			if(adc_divider == 'd29)
				lrck_r <= 1'b1;
			else if(adc_divider == 'd61)
				lrck_r <= 1'b0;
		end
	end
	always@(posedge sys_clk)begin
		if(!sys_nrst)begin
			sclk_r <= 1'b0;
		end else begin
			if(!adc_divider[0])
				sclk_r <= 1'b1;
			else
				sclk_r <= 1'b0;
		end
	end
	assign shift_bit = 'd15 - adc_divider[4 : 1];
	reg		[15 : 0]	adc_l_d0;
	reg		[15 : 0]	adc_r_d0;
	reg		[15 : 0]	adc_l_d1;
	reg		[15 : 0]	adc_r_d1;
	reg		[15 : 0]	adc_l_d2;
	reg		[15 : 0]	adc_r_d2;
	always@(posedge sys_clk)begin
		if(!sys_nrst)begin
			adc_l_d0 <= 'd0;
			adc_r_d0 <= 'd0;
			adc_l_d1 <= 'd0;
			adc_r_d1 <= 'd0;
			adc_l_d2 <= 'd0;
			adc_r_d2 <= 'd0;
		end else if(!adc_divider[0])begin
			if(adc_divider[5])begin
				adc_r_d0[shift_bit] <= ADC_SDIN_CH0;
				adc_r_d1[shift_bit] <= ADC_SDIN_CH1;
				adc_r_d2[shift_bit] <= ADC_SDIN_CH2;
			end else begin
				adc_l_d0[shift_bit] <= ADC_SDIN_CH0;
				adc_l_d1[shift_bit] <= ADC_SDIN_CH1;
				adc_l_d2[shift_bit] <= ADC_SDIN_CH2;
			end
		end
	end
	assign ADC_SCLK = (all_ready) ? sclk_r : 1'b0;
	assign ADC_LRCK = (all_ready) ? lrck_r : 1'b0;
	assign adc_dout_l0 = adc_l_d0;
	assign adc_dout_r0 = adc_r_d0;
	assign adc_dout_l1 = adc_l_d1;
	assign adc_dout_r1 = adc_r_d1;
	assign adc_dout_l2 = adc_l_d2;
	assign adc_dout_r2 = adc_r_d2;
endmodule
```
**design/flow/run.sh**
```bash
#!/bin/bash
# OpenROAD 26Q1-2900-gdf79404cd8, Yosys 0.63+post, stock flow scripts
make -C /OpenROAD-flow-scripts/flow DESIGN_CONFIG=/design/flow/config.mk WORK_HOME=/design/flow/orfs finish
```
**design/flow/config.mk**
```make
export PLATFORM = sky130hd
export DESIGN_NAME = cs42448_adc
export DESIGN_NICKNAME = cs42448_adc
export VERILOG_FILES = /design/flow/design.v
export SDC_FILE = /design/flow/constraint.sdc
export NUM_CORES = 4
export LEC_CHECK = 1
export CORE_UTILIZATION = 40
```
**design/flow/constraint.sdc**
```tcl
current_design cs42448_adc

set clk_period 6.9
set clk_io_pct 0.2

create_clock -name clk0 -period $clk_period [get_ports {sys_clk}]

set non_clock_inputs [all_inputs -no_clocks]
set_input_delay [expr $clk_period * $clk_io_pct] -clock clk0 $non_clock_inputs
set_output_delay [expr $clk_period * $clk_io_pct] -clock clk0 [all_outputs]
```
==> out/qor.yml <==
synthesis:
  ff_type: "dfxtp_1"
  syn_inst: 550
  avgSynthCellArea_sq_um: 9.11
  synthArstFlopShare: 0
  synth.yosys.warnings: 1
  ys_types: 43
  ys.flops: 124
  yosysCellCount: 550
  ys_chip_area_sq_um: 5010
  edf_count: 0
  yosysSeqAreaShare: 0.495
  syn_area_sq_um: 5010
run_status:
  outcome: "complete, no violations"
pwr:
  total_power_mw: 1.73
  power.static_leakage_nw: 2.41
  irDropWorstVdd_uv: 153
  power.density_nw_per_um2: 256
clock_network:
  clkSlewWorstSetupHoldPaths_ns: 0.05
  cts_root_buffer: "clkbuf_16"
  worstSkewPairLatency_ns: 0.41
  tritoncts: "yes"
  post_cts_buffers: 0
  htreeDepth: 4
  cts_buffer_depth: 2
  numCtsBuffers: 17
  cts-resized-gates: 0
  clock-sinks: 124
  holdBufCountCts: 0
routing:
  wl_per_cell_microns: 15.7
  wl_met3_microns: 1070
  via_per_inst: 5.21
  met2WireLength_microns: 5520
  top_layer_used: "met4"
  diodes: 0
  drt_iter0_drc: 415
  drt_wl_total_microns: 12900
  dr.pass1.iters: 4
  ant_nets: 0
  via_count: 4295
  drc_errors: 0
  met1Wirelength_microns: 6160
setup_path:
  worstPathRequired_ns: 5.52
  crit_chain: "and2_1 -> clkdlybuf4s50_1"
  end_kind: "output pin"
  start_kind: "flip-flop"
  path_class: "reg2out"
  cp_top_family: "flip-flops"
  regToRegStartpoint: "adc_divider[1]"
  reg2reg_to: "adc_r_d0[0]"
  critical_path_buf_inv_count: 1
  cpMaxStageDelayCell: "dfxtp_1"
  cp_max_fo: 16
  cp_slowest_stage_delay_ns: 0.63
  rrSetupSlack_ns: 4.46
  r2r_cells: 7
  arrival_ns: 1.68
placement:
  hpwlAfterDp_microns: 8760
  placed_area_sq_um: 6110
  portBuffers: 103
  routabilityCongestion: 0.815
global_route:
  antenna_found_initial: 0
  grt.total_usage: 0.210
  grt_pass1_wl_microns: 20700
  grt.overflow.total: 0
  grt_pass1_vias: 4069
  grt_max_degree: 75
final_timing:
  period_minus_slack_ns: 3.06
  final-setup-viol-count: 0
  slew_headroom: 0.472
  finClkSkew_ns: 0.00746
  timing.final.crit_share: 0.443
  hold_ws_ns: 0.456
  rsz0062_at_grt: "false"
  hold_viol_final: 0
  clock.fmax_mhz: 327
  slew_viol_final: 0
  worst_slew_pin_slew_ns: 0.790
  timing.setup.tns_ns: 0
die:
  die_h_microns: 114
  fp-utilization: 0.414
  fp.dieW_microns: 114
  num_io_pins: 104
  coreArea_sq_um: 12100
  chip_area_sq_um: 13000
  row_count: 40
min_path:
  min_to: "adc_r_d0[13]"
  holdCritStartpoint: "adc_r_d0[13]"
  hold_path_class: "reg2reg"
  hold_depth: 2
final_layout:
  design_area_sq_um: 6740
  final_util: 0.557
  drive_gt1_frac: 0.0761
  area.growth.synth_to_final_pct: 34.5
  fillers: 1078
run:
  warnings: 31
  cap_violations: 0
==> layout by cell type, fill, tap and decap left out, drive strengths merged <==
master / Yosys / routed
nor3b: 2 / 2
clkbuf: 15 / 22
a31o: 2 / 2
clkinvlp: 0 / 2
ha: 8 / 8
o21ai: 4 / 4
nand3b: 3 / 3
o22a: 4 / 4
nand2: 103 / 103
xnor2: 7 / 7
a21boi: 3 / 3
and3: 7 / 7
nor4: 10 / 10
mux2i: 24 / 24
and2b: 2 / 2
o22ai: 73 / 73
o211ai: 1 / 1
and2: 24 / 24
nand3: 21 / 21
nor2: 29 / 29
bufinv: 0 / 4
o2bb2ai: 1 / 1
or3b: 3 / 3
dfxtp: 124 / 124
inv: 10 / 11
nor2b: 19 / 19
nand2b: 8 / 8
buf: 14 / 2
and4: 3 / 3
clkdlybuf4s50: 0 / 102
nor3: 6 / 6
nand4: 5 / 5
a21oi: 4 / 4
clkinv: 0 / 3
xor2: 11 / 11
==> per-stage QoR <==
| step | std cells | setup WS, ns |
|---|---|---|
| after detailed placement | 793 | 3.93 |
| after CTS | 825 | 3.80 |
| after global routing | 825 | 3.71 |
| final | 825 | 3.84 |
| after global placement | 793 | 3.94 |
| after floorplan | 550 | 4.50 |
==> state kept, by name, summed over array words and instances, names as in the netlist <==
| signal | flops |
|---|---|
| adc_divider | 6 |
| adc_l_d2 | 16 |
| adc_r_d1 | 16 |
| adc_l_d1 | 16 |
| adc_l_d0 | 16 |
| adc_r_d0 | 16 |
| startup_delay | 20 |
| lrck_r | 1 |
| adc_r_d2 | 16 |
| all_ready | 1 |
==> cells in the mapped netlist (3+ instances only) <==
cell | number | area share
inv_1 | 10 | 0.0075
xor2_1 | 11 | 0.019
buf_4 | 6 | 0.0090
dfxtp_1 | 124 | 0.50
clkbuf_1 | 15 | 0.011
nor2_1 | 29 | 0.022
or3b_2 | 3 | 0.0052
o21ai_0 | 3 | 0.0030
nand2b_1 | 8 | 0.010
nand2_1 | 102 | 0.076
and3_1 | 7 | 0.0087
and2_1 | 22 | 0.027
ha_1 | 8 | 0.020
xnor2_1 | 7 | 0.012
a21boi_0 | 3 | 0.0045
o22a_1 | 4 | 0.0070
nand3b_1 | 3 | 0.0045
nor4_1 | 6 | 0.0075
nor4_2 | 4 | 0.010
nand3_1 | 20 | 0.020
nor3_1 | 4 | 0.0040
buf_2 | 5 | 0.0050
nor2b_1 | 19 | 0.024
o22ai_1 | 73 | 0.091
a21oi_1 | 3 | 0.0030
mux2i_1 | 24 | 0.048
nand4_1 | 5 | 0.0062
==> worst max-delay path by stage <==
| stage | from | endpoint | slack, ns | cells past startpoint |
|---|---|---|---|---|
| global route | adc_divider[0] | ADC_SCLK | 3.71 | 2 |
| finish | adc_divider[0] | ADC_SCLK | 3.84 | 2 |
| CTS | adc_divider[0] | ADC_SCLK | 3.80 | 2 |
==> routing by layer <==
layer / vias to the layer above / global-route usage
li1: 2116 / -
met1: 2016 / 0.333
met2: 153 / 0.303
met3: 10 / 0.0579
met4: 0 / 0.0251
met5: - / 0
==> final cells by class <==
| class | count | area [sq um] | area share |
|---|---|---|---|
| clock buffers | 22 | 464 | 0.0689 |
| clock inverters | 10 | 163 | 0.0241 |
| inverters | 10 | 37.5 | 0.00557 |
| multi-input cells | 387 | 2350 | 0.348 |
| flip-flops and latches | 124 | 2480 | 0.368 |
| well taps | 168 | 210 | 0.0312 |
| repair buffers | 104 | 1040 | 0.154 |
==> cell families after synthesis <==
| group | Yosys count | share of synthesized area |
|---|---|---|
| compound gates | 92 | 0.119 |
| xor+xnor | 18 | 0.0315 |
| fa+ha+maj | 8 | 0.0200 |
| buf+inv | 39 | 0.0364 |
| flops | 124 | 0.495 |
| mux | 24 | 0.0479 |
| simple gates | 245 | 0.250 |
==> tightest hold or removal path: stages, from the launching register on <==
cell     delay, ns
dfxtp_1       0.31
nand2_1       0.05
o22ai_1       0.05
==> report_power, final <==
group / internal (mW) / switching [mW] / total (mW)
Combinational: 0.0219 / 0.0412 / 0.0631
Sequential: 0.722 / 0.00788 / 0.730
Clock: 0.624 / 0.311 / 0.935
Total: 1.37 / 0.360 / 1.73
No activity file was given, so power comes from the tool's default toggle rates.
